## constraint.sdc

```tcl
current_design mul

set clk_period 12.6
set clk_io_pct 0.2

create_clock -name clk0 -period $clk_period

set non_clock_inputs [all_inputs -no_clocks]
set_input_delay [expr $clk_period * $clk_io_pct] -clock clk0 $non_clock_inputs
set_output_delay [expr $clk_period * $clk_io_pct] -clock clk0 [all_outputs]
```

## run.sh

```bash
#!/bin/bash
# OpenROAD 26Q1-2900-gdf79404cd8, Yosys 0.63+post, stock flow scripts
make -C /OpenROAD-flow-scripts/flow DESIGN_CONFIG=/design/flow/config.mk WORK_HOME=/design/flow/orfs finish
```

## design.v

```verilog
module VollAddierer (
	input wire in_a,
	input wire in_b,
	input wire in_carry,
	output wire out_sum,
	output wire out_carry
);
	assign out_sum = in_a ^ in_b ^ in_carry;
	assign out_carry = (in_a & in_b) | (in_b & in_carry) | (in_a & in_carry); 
endmodule
module add (
	input wire [7:0] in_a,
	input wire [7:0] in_b,
	output wire [7:0] out_sum,
	output wire out_carry
);
	wire carry0;
	VollAddierer va0 (.in_a(in_a[0]), .in_b(in_b[0]), .in_carry(1'b0), .out_sum(out_sum[0]), .out_carry(carry0));
	wire carry1;
	VollAddierer va1 (.in_a(in_a[1]), .in_b(in_b[1]), .in_carry(carry0), .out_sum(out_sum[1]), .out_carry(carry1));
	wire carry2;
	VollAddierer va2 (.in_a(in_a[2]), .in_b(in_b[2]), .in_carry(carry1), .out_sum(out_sum[2]), .out_carry(carry2));
	wire carry3;
	VollAddierer va3 (.in_a(in_a[3]), .in_b(in_b[3]), .in_carry(carry2), .out_sum(out_sum[3]), .out_carry(carry3));
	wire carry4;
	VollAddierer va4 (.in_a(in_a[4]), .in_b(in_b[4]), .in_carry(carry3), .out_sum(out_sum[4]), .out_carry(carry4));
	wire carry5;
	VollAddierer va5 (.in_a(in_a[5]), .in_b(in_b[5]), .in_carry(carry4), .out_sum(out_sum[5]), .out_carry(carry5));
	wire carry6;
	VollAddierer va6 (.in_a(in_a[6]), .in_b(in_b[6]), .in_carry(carry5), .out_sum(out_sum[6]), .out_carry(carry6));
	VollAddierer va7 (.in_a(in_a[7]), .in_b(in_b[7]), .in_carry(carry6), .out_sum(out_sum[7]), .out_carry(out_carry));
endmodule
module halfsub (
	input wire in_a,
	input wire in_b,
	input wire in_carry,
	output wire out_diff,
	output wire out_carry
);
	assign out_diff = in_a ^ in_b ^ in_carry;
	assign out_carry = (~in_a & in_b) | (in_b & in_carry) | (~in_a & in_carry);
endmodule
module sub (
	input wire [7:0] in_a,
	input wire [7:0] in_b,
	output wire [7:0] out_diff,
	output wire out_carry
);
	wire carry0;
	halfsub vs0 (.in_a(in_a[0]), .in_b(in_b[0]), .in_carry(1'b0), .out_diff(out_diff[0]), .out_carry(carry0));
	wire carry1;
	halfsub vs1 (.in_a(in_a[1]), .in_b(in_b[1]), .in_carry(carry0), .out_diff(out_diff[1]), .out_carry(carry1));
	wire carry2;
	halfsub vs2 (.in_a(in_a[2]), .in_b(in_b[2]), .in_carry(carry1), .out_diff(out_diff[2]), .out_carry(carry2));
	wire carry3;
	halfsub vs3 (.in_a(in_a[3]), .in_b(in_b[3]), .in_carry(carry2), .out_diff(out_diff[3]), .out_carry(carry3));
	wire carry4;
	halfsub vs4 (.in_a(in_a[4]), .in_b(in_b[4]), .in_carry(carry3), .out_diff(out_diff[4]), .out_carry(carry4));
	wire carry5;
	halfsub vs5 (.in_a(in_a[5]), .in_b(in_b[5]), .in_carry(carry4), .out_diff(out_diff[5]), .out_carry(carry5));
	wire carry6;
	halfsub vs6 (.in_a(in_a[6]), .in_b(in_b[6]), .in_carry(carry5), .out_diff(out_diff[6]), .out_carry(carry6));
	halfsub vs7 (.in_a(in_a[7]), .in_b(in_b[7]), .in_carry(carry6), .out_diff(out_diff[7]), .out_carry(out_carry));
endmodule
module mul (
	input wire [7:0] a,
	input wire [7:0] b,
	output wire [15:0] prod
);
	wire [7:0] a0_and_b = {8{a[0]}} & b;
	wire [7:0] a1_and_b = {8{a[1]}} & b;
	wire [7:0] a2_and_b = {8{a[2]}} & b;
	wire [7:0] a3_and_b = {8{a[3]}} & b;
	wire [7:0] a4_and_b = {8{a[4]}} & b;
	wire [7:0] a5_and_b = {8{a[5]}} & b;
	wire [7:0] a6_and_b = {8{a[6]}} & b;
	wire [7:0] a7_and_b = {8{a[7]}} & b;
	wire [7:0] sum0;
	wire c0;
	add add0 (.in_a(a0_and_b), .in_b(8'b00000000), .out_sum(sum0), .out_carry(c0));
	assign prod[0] = sum0[0];
	wire [7:0] out0;
	assign out0 = {c0, sum0[7:1]};
	wire [7:0] sum1;
	wire c1;
	add add1 (.in_a(a1_and_b), .in_b(out0), .out_sum(sum1), .out_carry(c1));
	assign prod[1] = sum1[0];
	wire [7:0] out1;
	assign out1 = {c1, sum1[7:1]};
	wire [7:0] sum2;
	wire c2;
	add add2 (.in_a(a2_and_b), .in_b(out1), .out_sum(sum2), .out_carry(c2));
	assign prod[2] = sum2[0];
	wire [7:0] out2;
	assign out2 = {c2, sum2[7:1]};
	wire [7:0] sum3;
	wire c3;
	add add3 (.in_a(a3_and_b), .in_b(out2), .out_sum(sum3), .out_carry(c3));
	assign prod[3] = sum3[0];
	wire [7:0] out3;
	assign out3 = {c3, sum3[7:1]};
	wire [7:0] sum4;
	wire c4;
	add add4 (.in_a(a4_and_b), .in_b(out3), .out_sum(sum4), .out_carry(c4));
	assign prod[4] = sum4[0];
	wire [7:0] out4;
	assign out4 = {c4, sum4[7:1]};
	wire [7:0] sum5;
	wire c5;
	add add5 (.in_a(a5_and_b), .in_b(out4), .out_sum(sum5), .out_carry(c5));
	assign prod[5] = sum5[0];
	wire [7:0] out5;
	assign out5 = {c5, sum5[7:1]};
	wire [7:0] sum6;
	wire c6;
	add add6 (.in_a(a6_and_b), .in_b(out5), .out_sum(sum6), .out_carry(c6));
	assign prod[6] = sum6[0];
	wire [7:0] out6;
	assign out6 = {c6, sum6[7:1]};
	wire [7:0] sum7;
	add add7 (.in_a(a7_and_b), .in_b(out6), .out_sum(sum7), .out_carry(prod[15]));
	assign prod[7] = sum7[0];
	assign prod[8] = sum7[1];
	assign prod[9] = sum7[2];
	assign prod[10] = sum7[3];
	assign prod[11] = sum7[4];
	assign prod[12] = sum7[5];
	assign prod[13] = sum7[6];
	assign prod[14] = sum7[7];
endmodule
module sqrt (
    input  wire [7:0] in_a,
    output wire [3:0] out_sqrt
);
    assign out_sqrt =
        (in_a >= 225) ? 4'd15 :
        (in_a >= 196) ? 4'd14 :
        (in_a >= 169) ? 4'd13 :
        (in_a >= 144) ? 4'd12 :
        (in_a >= 121) ? 4'd11 :
        (in_a >= 100) ? 4'd10 :
        (in_a >= 81)  ? 4'd9  :
        (in_a >= 64)  ? 4'd8  :
        (in_a >= 49)  ? 4'd7  :
        (in_a >= 36)  ? 4'd6  :
        (in_a >= 25)  ? 4'd5  :
        (in_a >= 16)  ? 4'd4  :
        (in_a >= 9)   ? 4'd3  :
        (in_a >= 4)   ? 4'd2  :
        (in_a >= 1)   ? 4'd1  :
                        4'd0;
endmodule
module msub (
    input  wire [7:0] in_a,
    input  wire [7:0] in_b,
    output wire [7:0] out_mdiff,
    output wire       out_ncarry
);
    wire [7:0] diff;
    wire carry;
    sub sub1 (.in_a(in_a), .in_b(in_b), .out_diff(diff), .out_carry(carry));
    assign out_mdiff  = carry ? in_a : diff;
    assign out_ncarry = carry ? 1'b0 : 1'b1;
endmodule
module divider (
    input  wire [7:0] dividend,
    input  wire [7:0] divisor,
    output wire [7:0] quotient,
    output wire [7:0] rest
);
    wire [7:0] r [0:8];
    wire [7:0] ncarry;
    assign r[0] = 8'b0;
    genvar i;
    generate
        for (i = 0; i < 8; i = i + 1) begin : div_loop
            wire [7:0] next_r;
            assign next_r = {r[i][6:0], dividend[7-i]};
            msub msub_i (
                .in_a(next_r),
                .in_b(divisor),
                .out_mdiff(r[i+1]),
                .out_ncarry(ncarry[7-i])
            );
        end
    endgenerate
    assign quotient = ncarry;
    assign rest = r[8];
endmodule
```

## config.mk

```make
export PLATFORM = sky130hd
export DESIGN_NAME = mul
export DESIGN_NICKNAME = mul
export VERILOG_FILES = /design/flow/design.v
export SDC_FILE = /design/flow/constraint.sdc
export NUM_CORES = 4
export LEC_CHECK = 1
export CORE_UTILIZATION = 40
```

==> run summary <==
Flow results.

- Post-CTS timing repair inserted 0 buffers for setup.
- The share of post-route cells with drive strength above 1 is 0.402.
- After synthesis, the design contains 162 cells according to Yosys.
- The count of routing violations after the opening detailed-route iteration is 9.
- The via count is 1040.
- In this run the static leakage power is 0.000902 uW.
- The family with the most delay on the worst path is adder cells.
- For this run, the number of Yosys warnings is 0.
- The via count of the first global-routing pass is 1131.
- The pin closest to its max-slew limit shows a slew of 0.283 ns.
- Along the critical path, the tally of buffer and inverter instances is 6.
- The tool flagged a number of max-cap violations equal to 0.
- The final setup slack of the worst path is -0.883 ns.
- In the finished design the tool counted flip-flops and latches totalling 0.
- The post-synthesis chip area from yosys is 1630 sq um.
- The post-route setup TNS is -2.33 ns.
- The multi-input combinational cells in the finished layout cover a total of 1540 sq um.
- The worst slack on hold paths is 5.79 ns.
- The area growth from synthesis to layout is 27.6%.
- The total DRC errors in the routed layout is 0.
- The area of the core is 3800 sq um.
- The largest net degree at the start of global routing is 9.
- VDD sags by at most 0.162 mV.
- The core utilization at floorplan is 0.430.
- For this design the top-level I/O count stands at 32.
- The final reports fail on negative setup slack.
- The total grt overflow is 0.
- The run finished, with violations left.
- The first detailed-routing pass ran for 4 iterations.
- In this run the cell area of the synthesized design comes to 1630 sq um.
- The maximum operating frequency is 74.2 MHz.
- STA classifies the critical path startpoint as a primary input.
- The critical path endpoint category is an output port.
- The largest driver fanout on the critical path is 2.
- The vertical extent of the die is 65.9 um.
- The average cell area after synthesis is 10.1 sq um.
- The final period utilization is 1.07.
- The area of the die is 4340 sq um.
- The most critical min-delay path falls under in -> out.
- The critical path in this run is classified as in -> out.
- Per STA, the highest per-stage delay on the worst path measures 0.57 ns.
- The routability-driven placement congestion ratio is 0.775.
- Setup repair after global routing could not meet its margin everywhere.
- The die is 65.9 um wide.
- The gate count after technology mapping is 162.
- After layout, the design draws a total of 428 uW.
- Synthesis instantiated 6 different standard cells from the library.
- The wire length reported by the detailed router is 2.25 mm.
- Total global-route track usage over all layers is 0.143.
- The initial antenna violation count is 0.
- The count of antenna-violating nets left after detailed routing is 0.
- Timing analysis after detailed placement gives a worst setup slack of -1.67 ns.
- The headroom to the max-slew limit is 0.811.
- The sequential standard cell area is 0 sq um.
- The power per cell area is 205 nW/um^2.
- Subtracting the final worst setup slack from the clock period gives 13.48 ns.
- The filler cell count in the final layout is 332.
- The final layout report lists a clock buffer count of 0.
- The critical path's most frequent cell is sky130_fd_sc_hd__fa_2.
- The average routed wire per standard cell is 9.48 um.
- The critical path arrival is 10.96 ns.
- The count of warning messages emitted by the tools is 35.
- The final number of setup-violating endpoints is 4.
- After legalization and detailed placement, the total HPWL measured 2.26 mm.
- The post-cts hold-fix buffer tally is 0.
- The quantity of I/O buffers inserted on ports is 32.
- The row count is 22.
- The antenna diode count is 0.
- The number of max-slew violations in the final report is 0.
- Data on the critical path is required at its endpoint by 10.08 ns.
- In the final report, the number of hold violations comes to 0.
- The first global-routing pass estimated 4.73 mm of wire.
- The worst-path cell with the longest stage delay is sky130_fd_sc_hd__fa_2.
- The via density per instance is 4.39.
- The share of the Yosys chip area taken by registers is 0.
-- report_power, final --
| part | total [uW] | internal [uW] | switching [uW] |
|---|---|---|---|
| Clock | 0 | 0 | 0 |
| Combinational | 428 | 260 | 168 |
| Sequential | 0 | 0 | 0 |
-- final timing paths --
kind | start | cells after the start | slack [ns] | end
max | b[0] | 27 | -0.88 | prod[14]
min | b[0] | 4 | 5.79 | prod[0]
-- cells in the final DEF, fill, tap and decap left out --
| master | netlist | routed |
|---|---|---|
| sky130_fd_sc_hd__ha_4 | 0 | 1 |
| sky130_fd_sc_hd__and2_1 | 45 | 43 |
| sky130_fd_sc_hd__inv_2 | 0 | 11 |
| sky130_fd_sc_hd__inv_1 | 26 | 15 |
| sky130_fd_sc_hd__and2_4 | 0 | 2 |
| sky130_fd_sc_hd__dlymetal6s2s_1 | 0 | 1 |
| sky130_fd_sc_hd__buf_4 | 16 | 11 |
| sky130_fd_sc_hd__buf_6 | 0 | 3 |
| sky130_fd_sc_hd__buf_2 | 0 | 5 |
| sky130_fd_sc_hd__buf_8 | 0 | 1 |
| sky130_fd_sc_hd__ha_1 | 8 | 7 |
| sky130_fd_sc_hd__dlygate4sd2_1 | 0 | 1 |
| sky130_fd_sc_hd__nand2_1 | 19 | 19 |
| sky130_fd_sc_hd__fa_1 | 48 | 6 |
| sky130_fd_sc_hd__fa_2 | 0 | 42 |
| sky130_fd_sc_hd__clkdlybuf4s50_1 | 0 | 21 |
-- per-stage QoR --
step | instances | utilization | area [sq um]
global route | 237 | 0.548 | 2080
floorplan | 162 | - | 1740
detailed placement | 237 | 0.549 | 2080
CTS | 237 | 0.546 | 2070
global placement | 237 | 0.549 | 2080
finish | 237 | 0.548 | 2080
-- Yosys cell counts --
master / count / area [sq um]
sky130_fd_sc_hd__nand2_1: 19 / 71.3
sky130_fd_sc_hd__and2_1: 45 / 282
sky130_fd_sc_hd__fa_1: 48 / 961
sky130_fd_sc_hd__buf_4: 16 / 120
sky130_fd_sc_hd__ha_1: 8 / 100
sky130_fd_sc_hd__inv_1: 26 / 97.6
-- final cells by class --
class                           count  area share
Tap cell                           48      0.0288
Inverter                           26      0.0469
Multi-Input combinational cell    120       0.738
Timing Repair Buffer               43       0.186
-- metal layers --
layer	vias to the layer above	wire [um]	global-route usage
li1	507	-	-
met1	506	1050	0.227
met2	27	1080	0.236
met3	0	117	0.0210
met4	0	0	0
met5	-	0	0
-- cells by family after synthesis --
logic type               synth area share
adder cells (fa/ha/maj)             0.650
AND/OR/NAND/NOR                     0.216
buffers and inverters               0.133
-- what timing repair did --
| item | CTS | global route |
|---|---|---|
| pin swaps | 35 | 33 |
| endpoints found under the setup margin | 6 | 6 |
| resized | 43 | 7 |
Power figures rest on the tool's default switching activity, not on a simulated workload.
